==> flow/design.v <==
`default_nettype none
module top (
  input  logic hz100, reset,
  input  logic [20:0] pb,
  output logic [7:0] left, right,
         ss7, ss6, ss5, ss4, ss3, ss2, ss1, ss0,
  output logic red, green, blue,
  output logic [7:0] txdata,
  input  logic [7:0] rxdata,
  output logic txclk, rxclk,
  input  logic txready, rxready
);
logic [3:0] result_shown;
counter inst(.clk(pb[0]), .rst(reset), .enable_i(pb[1]), .wrap_i(1'b1), .max_i(4'b1000), .atmax_o(), .countout(result_shown));
ssdec countout(.in(result_shown), .enable(1'b1), .out(ss7[6:0]));
endmodule
module counter (
    input logic clk, rst, enable_i, clear_i, wrap_i,  
    input logic [3:0]max_i,   
    output logic atmax_o,  
    output logic [3:0]countout  
);
    logic [3:0]nextcount;
    always_ff @(posedge clk, posedge rst)
      if (rst)
        countout <= '0;
      else 
        countout <= nextcount; 
    always_comb begin
      if (enable_i == {1'b1})
        nextcount = {countout + 4'b0001};
      else
        nextcount = countout;
      if (nextcount == max_i)
        atmax_o = {1'b1};
      else
        atmax_o = {1'b0};
      if (wrap_i == {1'b1})begin
        if (atmax_o == {1'b1})
          nextcount = {4'b0};
      end
    end 
endmodule
module ssdec (
    input logic [3:0] in,
    input logic enable,
    output logic [6:0] out
);
    assign out = {enable, in} == 5'b10000 ? 7'b0111111:
    {enable, in} == 5'b10001 ? 7'b0000110:  
    {enable, in} == 5'b10010 ? 7'b1011011:  
    {enable, in} == 5'b10011 ? 7'b1001111:  
    {enable, in} == 5'b10100 ? 7'b1100110:  
    {enable, in} == 5'b10101 ? 7'b1101101:  
    {enable, in} == 5'b10110 ? 7'b1111101:  
    {enable, in} == 5'b10111 ? 7'b0000111:  
    {enable, in} == 5'b11000 ? 7'b1111111:  
    {enable, in} == 5'b11001 ? 7'b1100111:  
    {enable, in} == 5'b11010 ? 7'b1110111:  
    {enable, in} == 5'b11011 ? 7'b1111100:  
    {enable, in} == 5'b11100 ? 7'b0111001:  
    {enable, in} == 5'b11101 ? 7'b1011110:  
    {enable, in} == 5'b11110 ? 7'b1111001:  
    {enable, in} == 5'b11111 ? 7'b1110001:  
    7'b0000000;
endmodule
==> flow/run.sh <==
#!/bin/bash
# OpenROAD 26Q1-2900-gdf79404cd8, Yosys 0.63+post, stock flow scripts
make -C /OpenROAD-flow-scripts/flow DESIGN_CONFIG=/design/flow/config.mk WORK_HOME=/design/flow/orfs finish
==> flow/config.mk <==
export PLATFORM = sky130hd
export DESIGN_NAME = top
export DESIGN_NICKNAME = top
export VERILOG_FILES = /design/flow/design.v
export SDC_FILE = /design/flow/constraint.sdc
export NUM_CORES = 4
export LEC_CHECK = 1
export CORE_AREA = 10 10 70 70
export DIE_AREA = 0 0 80 80
==> flow/constraint.sdc <==
current_design top

set clk_period 2.1
set clk_io_pct 0.2

create_clock -name clk0 -period $clk_period [get_ports {pb}]

set non_clock_inputs [all_inputs -no_clocks]
set_input_delay [expr $clk_period * $clk_io_pct] -clock clk0 $non_clock_inputs
set_output_delay [expr $clk_period * $clk_io_pct] -clock clk0 [all_outputs]
==> summary.log <==
qor: run_status.outcome complete, no violations
qor: worst_setup_path.crit_path_max_fanout 6
qor: placed_design.io_buffers 8
qor: worst_setup_path.critical_path.max_stage_delay 430 ps
qor: run.cap_viol_max_count 0
qor: timing.fin_crit_sh 99.7%
qor: timing.setup_viol 0
qor: logic_synthesis.yosys.cell_types.count 34
qor: logic_synthesis.netlist.area_leader.share 56.6%
qor: pwr.sequentialPowerShare 8.5%
qor: grt.first_pass_grt_wire_length 4220 um
qor: logic_synthesis.synth.yosys.chip_area 1140 um2
qor: cts.clkLatencyLatePin 210 ps
qor: floorplan.die_y 80 um
qor: worst_setup_path.timing.critical_path.cells buf_6, ha_4, buf_6, buf_4, a21oi_1, o22ai_1, o21ai_1, buf_2
qor: floorplan.width_of_the_chip 80 um
qor: logic_synthesis.synthCells 148
qor: pwr.p_int 1.35 mW
qor: cells_and_area.areaGrowthSynthToFinish 15.8%
qor: pwr.power_frac_clock 30.1%
qor: logic_synthesis.ys_warn_count 87
qor: pwr.power.share.switching 37.6%
qor: timing.clock_skew 0.00326 ps
qor: detailed_routing.drc_errors 0
qor: detailed_routing.n_antenna_cell 0
qor: worst_setup_path.critical_path.most_common_cell buf_6
qor: cells_and_area.layout_top_registers inst.countout x4
qor: cells_and_area.share_of_layout_cells_above_drive_strength_1 34.9%
qor: timing.finalWorstPathRequiredPeriod 2090 ps
qor: cts.cts_tree built
qor: worst_setup_path.critPathSlowestCell dfrtp_2
qor: placed_design.gpl.final_weighted_congestion 0.817
qor: worst_setup_path.endpoint_kind output pin
qor: logic_synthesis.top_cells_by_area buf_4 (57%), dfrtp_1 (8.8%), ha_1 (4.4%)
qor: hold_path.hold_path_class clock port to flip-flop
qor: timing.finalSetupTns 0 ps
qor: pwr.ir_worst_vdd 0.000533 V
qor: timing.drv_slew 0
qor: cells_and_area.number_of_flip_flops_in_the_largest_register 4
qor: worst_setup_path.timing.setup.critical_path_class flip-flop to output pin
qor: detailed_routing.initialDrtViolationCount 49
qor: floorplan.row_count 21
qor: floorplan.floorplan.initialDensity 33.4%
qor: timing.setup_repair_after_global_routing_missed_its_margin yes
qor: placed_design.detailedPlacementHpwl 1970 um
qor: pwr.p_switching 810 uW
qor: detailed_routing.drt_pass1_iterations 4
qor: logic_synthesis.syn_area_per_cell 7.70 um2
qor: pwr.comb_power_share 61.4%
qor: worst_setup_path.start_kind flip-flop
qor: grt.overflow_left_after_global_routing 0
qor: logic_synthesis.yosysCellCount 148
qor: logic_synthesis.yosys.stat.seqShare 8.78%
qor: timing.hold_violations 0
qor: floorplan.pin_count 126
qor: detailed_routing.vias_per_cell 3.57
qor: detailed_routing.vias 849
qor: pwr.finalPower 2.16 mW
qor: logic_synthesis.synth.largest_area_cell buf_4
qor: grt.antenna_found_initial 0
qor: timing.fin_worst_hold_slack 380 ps
qor: grt.globalRouteTotalUtil 8.06%
qor: logic_synthesis.synth_flops 4
qor: grt.vias_in_the_first_global_route 1041
qor: detailed_routing.drt_total_wl 2710 um
qor: logic_synthesis.syn-cell-area 1140 um2
qor: grt.grt_start_max_net_pins 15
qor: floorplan.core_footprint 3420 um2
qor: detailed_routing.routed_wire_length_per_instance 11.4 um
qor: floorplan.dieArea 6400 um2
qor: worst_setup_path.critPathArrivalTime 1670 ps
qor: timing.max_freq 478 MHz
qor: detailed_routing.drt.antenna.violating_nets 0
qor: pwr.power_leakage 0.712 nW
qor: cts.cts.reportedPaths.clkPinSlew 30 ps
qor: worst_setup_path.worstPathRequired 1680 ps
qor: run.warning_count 110
qor: pwr.power_per_unit_of_standard_cell_area 1630 nW/um2
qor: cells_and_area.largest_register inst.countout
qor: cts.post_cts_hold_buffer_count 0
## metal layers
| layer | track usage [%] | wire, um |
|---|---|---|
| met5 | 0 | 0 |
| met4 | 3.70 | 51 |
| met3 | 7.39 | 331 |
| met1 | 7.92 | 1090 |
| met2 | 11.5 | 1240 |
## worst max-delay path, delay by kind of cell (launching register included)
| family | cells | cell delay (ps) |
|---|---|---|
| buf+inv | 4 | 490 |
| fa+ha+maj | 1 | 170 |
| flops | 1 | 430 |
| compound gates | 3 | 370 |
## power by group through the flow
stage / registers [mW] / clock network, mW / logic (mW)
CTS: 0.175 / 0.705 / 1.24
global route: 0.189 / 0.753 / 1.48
finish: 0.184 / 0.649 / 1.32
## repair_timing
item,4_1_cts,5_1_grt
resized,44,15
pin swaps,11,7
endpoints found under the setup margin,7,7
buffers inserted,10,0
## Yosys cell counts (all sizes together)
cell type	n
a21oi	2
nor3	2
conb	1
o22a	1
mux2	2
inv	5
nor2b	1
dfrtp	4
or3b	1
o21ai	5
a32oi	1
o22ai	1
nand4	1
nand2b	3
o21bai	2
a222oi	1
xor2	1
a2111oi	1
nor4b	1
nand3	1
a31oi	1
buf	92
clkbuf	1
o221ai	1
a211oi	1
nor2	4
xnor2	2
a311oi	1
nand2	3
ha	4
o31a	1
## through the flow
stage / worst slack, ps / std cells / util [%] / instance area, um2
after floorplan: 405 / 233 / - / 1460
after global placement: -162 / 209 / 29.8 / 1020
after detailed placement: -156 / 209 / 29.8 / 1020
after CTS: -101 / 238 / 37.7 / 1290
after global routing: -135 / 238 / 38.6 / 1320
final: 5.99 / 238 / 38.6 / 1320
## final cells by class
class | count | area (um2)
well taps | 46 | 57.6
fillers | 356 | 2100
repair buffers | 33 | 263
clock inverters | 1 | 5.00
clock buffers | 18 | 124
inverters | 5 | 18.8
multi-input cells | 131 | 751
flip-flops and latches | 4 | 101
## worst paths after layout
path | from | to | slack (ps) | cells after the start
setup / recovery | inst.countout[0] | ss7[3] | 6 | 8
hold / removal | pb[1] | inst.countout[0] | 380 | 5
setup reg to reg | inst.countout[0] | inst.countout[3] | 430 | 8
hold reg to reg | inst.countout[3] | inst.countout[3] | 770 | 3
max in group asynchronous | reset | inst.countout[0] | 1550 | 2
min in group asynchronous | reset | inst.countout[2] | 390 | 2
## kinds of logic after synthesis
| logic type | share of synthesized area [%] |
|---|---|
| other | 0.329 |
| DFF | 8.78 |
| AOI/OAI and AO/OA | 11.6 |
| xor gates and xnor gates | 2.31 |
| muxes | 2.30 |
| adders and majority gates | 4.39 |
| buffers and inverters | 62.3 |
| and+or+nand+nor | 7.90 |
## cells in the final DEF (no fill, tap or decap), types with 3 or more instances in the layout
cell type	count
clkbuf_1	3
buf_6	8
clkbuf_4	15
o21ai_1	3
nand2b_1	3
inv_1	3
buf_2	7
nand2_1	3
conb_1	86
ha_4	4
dfrtp_1	3
buf_4	17
Power is estimated from default activity; no workload was simulated.
